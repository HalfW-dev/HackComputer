==> flow/design.v <==
module dff(
    input   D,
    input   clk_i,
    input   rst_ni,
    output reg Q
);
always @(posedge clk_i or negedge rst_ni) 
    begin
        if (!rst_ni)
            Q <= 1'b0; 
        else 
            Q <= D; 
    end 
endmodule 
module bitreg(
    input clk_i,
    input rst_ni,
    input logic i_in,
    input logic i_load,
    output logic o_out
);
always @(posedge clk_i or negedge rst_ni) 
    begin
        if (!rst_ni)
            o_out <= 0;
        else if (i_load)
            o_out <= i_in;
        else
            o_out <= o_out; 
    end 
endmodule
module reg_nb #(
    parameter D = 16
) (
    input clk_i,
    input rst_ni,
    input logic [D-1:0] i_in,
    input logic i_load,
    output logic [D-1:0] o_out
);
genvar i;
generate
    for(i = D-1; i >= 0; i = i - 1) begin : register
        bitreg bitr (
            .clk_i(clk_i),
            .rst_ni(rst_ni),
            .i_in(i_in[i]),
            .i_load(i_load),
            .o_out(o_out[i])
        );
    end
endgenerate
endmodule
==> flow/run.sh <==
#!/bin/bash
# OpenROAD 26Q1-2900-gdf79404cd8, Yosys 0.63+post, stock flow scripts
make -C /OpenROAD-flow-scripts/flow DESIGN_CONFIG=/design/flow/config.mk WORK_HOME=/design/flow/orfs finish
==> flow/config.mk <==
export PLATFORM = sky130hd
export DESIGN_NAME = reg_nb
export DESIGN_NICKNAME = reg_nb
export VERILOG_FILES = /design/flow/design.v
export SDC_FILE = /design/flow/constraint.sdc
export NUM_CORES = 4
export LEC_CHECK = 1
export CORE_AREA = 10 10 76 76
export DIE_AREA = 0 0 86 86
==> flow/constraint.sdc <==
current_design reg_nb

set clk_period 1.1
set clk_io_pct 0.2

create_clock -name clk0 -period $clk_period [get_ports {clk_i}]

set non_clock_inputs [all_inputs -no_clocks]
set_input_delay [expr $clk_period * $clk_io_pct] -clock clk0 $non_clock_inputs
set_output_delay [expr $clk_period * $clk_io_pct] -clock clk0 [all_outputs]
==> impl_metrics.py <==
# Metrics from the implementation run
metrics = {
    "yosys": {
        "synthTopCellsByCount": "buf_4, dfrtp_1, mux2_4, mux2_2",
        "yosys_cells": 50,
        "synthesis.area_um2": 769,
        "async_flop_share": 1.00,
        "yosys_warnings": 1,
        "ys_seq_share": 0.520,
        "syn_inst": 50,
        "area_leaders": "dfrtp_1, mux2_4, buf_4, mux2_2, buf_12",
        "ys_ff": 16,
        "synthDominantCellAreaShare": 0.520,
        "yosysChipArea_um2": 769,
        "edf_count": 0,
        "ys_types": 6,
        "flop_cell": "dfrtp_1",
        "avgSynthCellArea_um2": 15.4,
        "yosys.area.top_type": "dfrtp_1",
    },
    "finish": {
        "synthToLayoutAreaGrowth_pct": 52.4,
        "final.fill_count": 421,
        "drive_gt1_frac": 0.359,
        "finalInstanceArea_mm2": 0.00117,
        "largest_registers": "register.bitr.o_out (16)",
        "largest_register_ffs": 16,
        "regMostFlops": "register.bitr.o_out",
    },
    "sta": {
        "finalCritPeriodShare": 0.938,
        "max_slew.worst_pin.slew_ns": 0.208,
        "finalSetupViolCount": 0,
        "grt_setup_unrepaired": "no",
        "slew_violations": 0,
        "period_needed_ns": 1.03,
        "max_slew_margin": 0.861,
        "max_freq_ghz": 0.970,
        "finalHoldViolCount": 0,
        "skew_ns": 0,
    },
    "placement": {
        "placedInstanceArea_mm2": 0.00105,
        "port_buffers": 34,
        "gp_congestion": 0.704,
    },
    "floorplan": {
        "fp.dieH_um": 86,
        "io_pins": 35,
        "initial_core_util": 0.187,
        "core_mm2": 0.00412,
        "row_count": 23,
        "die-area_mm2": 0.00740,
        "die_width_um": 86,
    },
    "clock_network": {
        "cts_tree": "built",
        "cts_root_buf": "clkbuf_8",
        "cts-buffers-inserted": 3,
        "ctsHoldBuffers": 0,
        "clk_pin_slew_ns": 0.06,
        "insertion_delay_ns": 0.24,
        "cts_sinks": 16,
        "cts_max_level": 1,
        "cts.path.max_buffers": 2,
    },
    "global_route": {
        "grt_max_degree": 17,
        "grt_util_all_layers": 0.0447,
        "grt_pass1_vias": 503,
        "grt_first_pass_wirelength_mm": 2.63,
        "gr-total-overflow": 0,
        "antenna_found_initial": 0,
    },
    "drt": {
        "detail_route.first_pass.iterations": 2,
        "postRouteAntennaNets": 0,
        "drcViolationCount": 0,
        "routedWlPerCell_um": 13.1,
        "via_per_inst": 3.34,
        "antenna-diode-count": 0,
        "vias": 428,
        "wirelength_mm": 1.68,
        "drtIter0Drc": 5,
    },
    "critical_path": {
        "slowest_stage": "dfrtp_1",
        "critPathLaunchType": "flip-flop",
        "crit_arrival_ns": 0.81,
        "cp_top_family": "flip-flops",
        "crit_start": "register[10].bitr.o_out$_DFFE_PN0P_",
        "crit_chain": "clkdlybuf4s15_1",
        "rr_startpoint": "register[12].bitr.o_out$_DFFE_PN0P_",
        "critPathCaptureType": "output pin",
        "path_buffers": 1,
        "critical_path_class": "flip-flop to output pin",
        "cp_max_fo": 2,
        "slowest_delay_ns": 0.38,
        "required_ns": 0.88,
    },
    "job": {
        "log.warning_count": 25,
        "drv_cap": 0,
    },
    "power_and_ir_drop": {
        "p_total_mw": 1.50,
        "p_leak_nw": 0.524,
        "ir_worst_vdd_mv": 0.852,
        "power.density_mw_per_mm2": 1280,
    },
    "hold_path": {
        "hold_path_class": "input pin to async pin",
    },
    "run_status": {
        "status": "finished, final reports clean",
    },
}
## area by class of cell
| type | instances | area (um2) | area share |
|---|---|---|---|
| sequential | 16 | 400 | 0.342 |
| multi-input combinational | 16 | 218 | 0.186 |
| tap | 50 | 62.6 | 0.0534 |
| clock buffer | 4 | 55.1 | 0.0470 |
| timing repair buffer | 42 | 437 | 0.372 |
## worst paths after layout
kind	end	slack (ns)	cells after the start
max in group asynchronous	register[6].bitr.o_out$_DFFE_PN0P_	0.63	2
worst min-delay path	register[0].bitr.o_out$_DFFE_PN0P_	0.29	2
worst min register to register	register[7].bitr.o_out$_DFFE_PN0P_	0.51	1
worst max register to register	register[12].bitr.o_out$_DFFE_PN0P_	0.12	3
worst max-delay path	o_out[10]	0.07	1
min in group clk0	register[7].bitr.o_out$_DFFE_PN0P_	0.51	1
## kinds of logic (layout without fill, tap and decap cells)
logic type | after synthesis | in the layout | synth area share
muxes | 16 | 16 | 0.283
DFF | 16 | 16 | 0.520
buffers and inverters | 18 | 46 | 0.197
## cells in the final DEF, fill, tap and decap left out
cell type	netlist	routed
clkdlybuf4s15_1	0	16
clkbuf_8	0	4
mux2_2	6	6
buf_12	1	1
bufbuf_16	0	1
clkdlybuf4s50_1	0	17
buf_4	16	6
dfrtp_1	16	16
dlygate4sd2_1	0	1
mux2_4	10	10
## where the power goes
| part | internal (mW) | switching [mW] | total [mW] |
|---|---|---|---|
| Sequential | 0.648 | 0.0310 | 0.679 |
| Clock | 0.317 | 0.197 | 0.514 |
| Combinational | 0.239 | 0.0642 | 0.303 |
| Total | 1.20 | 0.292 | 1.50 |
## layer usage
layer	wire (um)	up-vias	GRT usage
li1	-	205	-
met1	758	194	0.0565
met2	652	29	0.0602
met3	269	0	0.0372
met4	0	0	0.00150
met5	0	-	0
## stage by stage
stage / setup TNS, ns / hold WS, ns / std cells / util / setup slack [ns]
after floorplan: 0 / -0.0756 / 50 / - / 0.218
after global placement: -4.02 / 0.490 / 118 / 0.255 / -0.276
after detailed placement: -4.15 / 0.492 / 118 / 0.255 / -0.290
after CTS: 0 / 0.287 / 126 / 0.279 / 0.00465
after global routing: 0 / 0.315 / 128 / 0.285 / 0.0114
final: 0 / 0.287 / 128 / 0.285 / 0.0687
## repair_timing
item / 4_1_cts / 5_1_grt
buffers inserted: 3 / 2
endpoints found under the setup margin: 22 / 7
resized: 26 / 7
gates cloned: 1 / 0
endpoints found under the hold margin: 0 / 0
No activity file was given, so power comes from the tool's default toggle rates.
